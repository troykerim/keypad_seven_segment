--- flow/config.mk ---
export PLATFORM = sky130hd
export DESIGN_NAME = kypd_top
export DESIGN_NICKNAME = kypd_top
export VERILOG_FILES = /design/flow/design.v
export SDC_FILE = /design/flow/constraint.sdc
export NUM_CORES = 4
export LEC_CHECK = 1
export CORE_UTILIZATION = 30
--- flow/constraint.sdc ---
current_design kypd_top

set clk_period 3.5
set clk_io_pct 0.2

create_clock -name clk0 -period $clk_period [get_ports {clk}]

set non_clock_inputs [all_inputs -no_clocks]
set_input_delay [expr $clk_period * $clk_io_pct] -clock clk0 $non_clock_inputs
set_output_delay [expr $clk_period * $clk_io_pct] -clock clk0 [all_outputs]
--- flow/design.v ---
module Decoder (
    input wire clk,
    input wire rst,
    input wire [3:0] row,
    output reg [3:0] col,
    output reg [3:0] DecodeOut
);
    reg [19:0] sclk;
    always @(posedge clk or posedge rst) begin
        if (rst) begin
            DecodeOut <= 4'b0000;
            sclk <= 20'b0;
        end else begin
            case (sclk)
                20'b00011000011010100000: begin  
                    col <= 4'b0111;
                    sclk <= sclk + 1;
                end
                20'b00011000011010101000: begin
                    case (row)
                        4'b0111: DecodeOut <= 4'h1;  
                        4'b1011: DecodeOut <= 4'h4;  
                        4'b1101: DecodeOut <= 4'h7;  
                        4'b1110: DecodeOut <= 4'h0;  
                    endcase
                    sclk <= sclk + 1;
                end
                20'b00110000110101000000: begin  
                    col <= 4'b1011;
                    sclk <= sclk + 1;
                end
                20'b00110000110101001000: begin
                    case (row)
                        4'b0111: DecodeOut <= 4'h2;
                        4'b1011: DecodeOut <= 4'h5;
                        4'b1101: DecodeOut <= 4'h8;
                        4'b1110: DecodeOut <= 4'hF;
                    endcase
                    sclk <= sclk + 1;
                end
                20'b01001001001111100000: begin  
                    col <= 4'b1101;
                    sclk <= sclk + 1;
                end
                20'b01001001001111101000: begin
                    case (row)
                        4'b0111: DecodeOut <= 4'h3;
                        4'b1011: DecodeOut <= 4'h6;
                        4'b1101: DecodeOut <= 4'h9;
                        4'b1110: DecodeOut <= 4'hE;
                    endcase
                    sclk <= sclk + 1;
                end
                20'b01100001101010000000: begin  
                    col <= 4'b1110;
                    sclk <= sclk + 1;
                end
                20'b01100001101010001000: begin
                    case (row)
                        4'b0111: DecodeOut <= 4'hA;
                        4'b1011: DecodeOut <= 4'hB;
                        4'b1101: DecodeOut <= 4'hC;
                        4'b1110: DecodeOut <= 4'hD;
                    endcase
                    sclk <= 20'b0;  
                end
                default: begin
                    sclk <= sclk + 1;
                end
            endcase
        end
    end
endmodule
`timescale 1ns / 1ps
module kypd_top(
    input  wire       clk,
    input  wire       rst,
    inout  wire [7:0] keypad,
    output wire [6:0] segment
);
    wire [3:0] row = keypad[7:4];
    wire [3:0] col;
    wire [3:0] decode_out;
    reg  [3:0] prev_key;
    reg  [3:0] current_key;
    Decoder decoder_inst (
        .clk(clk),
        .rst(rst),
        .row(row),
        .col(col),
        .DecodeOut(decode_out)
    );
    assign keypad[3:0] = col;
    always @(posedge clk) begin
        if (rst) begin
            prev_key    <= 4'd0;
            current_key <= 4'd0;
        end else begin
            if (decode_out != prev_key) begin
                current_key <= decode_out;
            end
            prev_key <= decode_out;
        end
    end
    ssd_driver ssd_inst (
        .dig(current_key),
        .segment(segment)
    );
endmodule
`timescale 1ns / 1ps
module ssd_driver(
input wire[3:0] dig,
output wire [6:0] segment
    );
reg[6:0] segment_reg;
always @(*)
begin
case (dig[3:0])
      4'b0000: segment_reg = 7'b1111110;
      4'b0001: segment_reg = 7'b0110000;
      4'b0010: segment_reg = 7'b1101101;
      4'b0011: segment_reg = 7'b1111001;
      4'b0100: segment_reg = 7'b0110011;
      4'b0101: segment_reg = 7'b1011011;
      4'b0110: segment_reg = 7'b1011111;
      4'b0111: segment_reg = 7'b1110000;
      4'b1000: segment_reg = 7'b1111111;
      4'b1001: segment_reg = 7'b1110011;
      4'b1010: segment_reg = 7'b1110111;
      4'b1011: segment_reg = 7'b0011111;
      4'b1100: segment_reg = 7'b1001110;
      4'b1101: segment_reg = 7'b0111101;
      4'b1110: segment_reg = 7'b1001111;
      4'b1111: segment_reg = 7'b1000111;
      default : segment_reg = 7'b0000101;
    endcase 
end
assign segment = segment_reg;
endmodule
--- flow/run.sh ---
#!/bin/bash
# OpenROAD 26Q1-2900-gdf79404cd8, Yosys 0.63+post, stock flow scripts
make -C /OpenROAD-flow-scripts/flow DESIGN_CONFIG=/design/flow/config.mk WORK_HOME=/design/flow/orfs finish
==> summary.txt <==
Implementation numbers.

- The cell area after synthesis is 0.00231 sq mm.
- The prevailing post-synth register cell reads sky130_fd_sc_hd__dfrtp_1.
- The terminating stage of the flow is 5_1_grt.
- The count of endpoints without a timing constraint reads 4.
- The largest net degree at the start of global routing reads 21.
- The number of clock sinks is 43.
- The number of warnings printed during yosys synthesis reads 3.
- The clock root buffer master is sky130_fd_sc_hd__clkbuf_8.
- The first error in the log reads "[ERROR RSZ-0074] Failed to build tree from global routes for pin 'keypad[7]' and net 'keypad[7]' at grid (79350, 44850): found route to 6 pins, expected 5".
- The synthesis-stage register bit count is 43.
- The clock tree synthesis step divided the H-tree into 2 levels.
- The initial utilization of the core area, before any placement, comes to 31.5%.
- The final weighted congestion in routability-driven placement reads 0.816.
- The Yosys chip area reads 0.00231 sq mm.
- The worst setup slack after placement reads 756 ps.
- The post-CTS hold buffer count recorded in the log is 0.
- The number of top-level pins reads 17.
- Note, the detailed placer reported a final HPWL of 3030 um.
- Per the Yosys statistics, synthesis produced 235 cells.
- The die width reads 89.7 um.
- The largest area contributor in the netlist is sky130_fd_sc_hd__dfrtp_1.
- The unique cell type count in the Yosys netlist reads 52.
- The clock tree buffer depth is 2.
- The post-CTS setup buffer count reads 0.
- The sequential cell area fraction in the yosys report reads 44.3%.
- The share of flip-flops with an asynchronous set or reset is 55.8%.
- The post-cts gate resize count is 0.
- In this run the mean area of a mapped cell was 9.82 sq um.
- The top-area cell type share of the netlist area is 26.0%.
- The number of flops mapped to enable cells by yosys reads 4.
- The height of the die is 89.7 um.
- In the synthesized netlist, the number of instances is 235.
- For reference, the top cells by area after synthesis are sky130_fd_sc_hd__dfrtp_1 (26%), sky130_fd_sc_hd__dfxtp_1 (13%), sky130_fd_sc_hd__edfxtp_1 (5.2%), sky130_fd_sc_hd__nor2_1 (5.0%), sky130_fd_sc_hd__xor2_1 (4.9%).
- The placement report lists the number of port buffers as 8.
- The total clock buffers created by CTS reads 5.
- The cell row count reads 31.
- The flow did not finish.
-- through the flow --
step | area (sq um) | instances
CTS | 2620 | 347
detailed placement | 2510 | 339
global placement | 2510 | 339
floorplan | 2310 | 235
-- logic make-up after synthesis --
logic type / after synthesis / share of synthesized area [%]
flops: 43 / 44.3
fa+ha+maj: 9 / 4.88
mux: 6 / 2.60
buf+inv: 16 / 2.71
compound gates: 27 / 9.44
xor+xnor: 25 / 9.49
simple gates: 109 / 26.6
-- synthesized netlist by cell type, types with 6 or more instances --
cell type / instances
sky130_fd_sc_hd__nand3_1: 16
sky130_fd_sc_hd__nand2_1: 13
sky130_fd_sc_hd__nor2b_1: 7
sky130_fd_sc_hd__mux2i_1: 6
sky130_fd_sc_hd__ha_1: 9
sky130_fd_sc_hd__nor3_1: 7
sky130_fd_sc_hd__nor2_1: 31
sky130_fd_sc_hd__xor2_1: 13
sky130_fd_sc_hd__inv_1: 8
sky130_fd_sc_hd__dfxtp_1: 15
sky130_fd_sc_hd__dfrtp_1: 24
sky130_fd_sc_hd__nand4_1: 6
sky130_fd_sc_hd__xnor2_1: 12
